**./run.sh**
```bash
#!/bin/bash
# OpenROAD 26Q1-2900-gdf79404cd8, Yosys 0.63+post, stock flow scripts
make -C /OpenROAD-flow-scripts/flow DESIGN_CONFIG=/design/flow/config.mk WORK_HOME=/design/flow/orfs finish
```
**./constraint.sdc**
```tcl
current_design top

set clk_period 1.5
set clk_io_pct 0.2

create_clock -name clk0 -period $clk_period [get_ports {dataclk}]

set non_clock_inputs [all_inputs -no_clocks]
set_input_delay [expr $clk_period * $clk_io_pct] -clock clk0 $non_clock_inputs
set_output_delay [expr $clk_period * $clk_io_pct] -clock clk0 [all_outputs]
```
**./design.v**
```verilog
module top (
    input wire [7:0] datain,
    output reg [7:0] dataout,
    input wire dataclk,
    input wire seeddata,
    input wire setseed,
    input wire streamdata
);
    reg [15:0] seeddatabuffer [8:0];
    reg [7:0] keybuffer;
    wire [7:0] keybufferwire;
    always @* keybuffer[7:0] = keybufferwire[7:0];
    linearfeedbackshiftregister16 mylfsr_0( .seed(seeddatabuffer[0]) , .setseed(setseed) , .clk(dataclk) , .outputbit(keybufferwire[0]) );
    linearfeedbackshiftregister16 mylfsr_1( .seed(seeddatabuffer[1]) , .setseed(setseed) , .clk(dataclk) , .outputbit(keybufferwire[1]) );
    linearfeedbackshiftregister16 mylfsr_2( .seed(seeddatabuffer[2]) , .setseed(setseed) , .clk(dataclk) , .outputbit(keybufferwire[2]) );
    linearfeedbackshiftregister16 mylfsr_3( .seed(seeddatabuffer[3]) , .setseed(setseed) , .clk(dataclk) , .outputbit(keybufferwire[3]) );
    linearfeedbackshiftregister16 mylfsr_4( .seed(seeddatabuffer[4]) , .setseed(setseed) , .clk(dataclk) , .outputbit(keybufferwire[4]) );
    linearfeedbackshiftregister16 mylfsr_5( .seed(seeddatabuffer[5]) , .setseed(setseed) , .clk(dataclk) , .outputbit(keybufferwire[5]) );
    linearfeedbackshiftregister16 mylfsr_6( .seed(seeddatabuffer[6]) , .setseed(setseed) , .clk(dataclk) , .outputbit(keybufferwire[6]) );
    linearfeedbackshiftregister16 mylfsr_7( .seed(seeddatabuffer[7]) , .setseed(setseed) , .clk(dataclk) , .outputbit(keybufferwire[7]) );
    always @(posedge dataclk)
    begin
        if ( seeddata )
        begin
            seeddatabuffer[7][15:8] <= seeddatabuffer[7][7:0];
            seeddatabuffer[7][7:0] <= seeddatabuffer[6][15:8];
            seeddatabuffer[6][15:8] <= seeddatabuffer[6][7:0];
            seeddatabuffer[6][7:0] <= seeddatabuffer[5][15:8];
            seeddatabuffer[5][15:8] <= seeddatabuffer[5][7:0];
            seeddatabuffer[5][7:0] <= seeddatabuffer[4][15:8];
            seeddatabuffer[4][15:8] <= seeddatabuffer[4][7:0];
            seeddatabuffer[4][7:0] <= seeddatabuffer[3][15:8];
            seeddatabuffer[3][15:8] <= seeddatabuffer[3][7:0];
            seeddatabuffer[3][7:0] <= seeddatabuffer[2][15:8];
            seeddatabuffer[2][15:8] <= seeddatabuffer[2][7:0];
            seeddatabuffer[2][7:0] <= seeddatabuffer[1][15:8];
            seeddatabuffer[1][15:8] <= seeddatabuffer[1][7:0];
            seeddatabuffer[1][7:0] <= seeddatabuffer[0][15:8];
            seeddatabuffer[0][15:8] <= seeddatabuffer[0][7:0];
            seeddatabuffer[0][7:0] <= datain[7:0];
        end
        if ( streamdata )
        begin
            dataout[7:0] <= keybuffer[7:0] ^ datain[7:0];
        end
    end
endmodule
module linearfeedbackshiftregister16 (
    input wire [15:0] seed,
    input wire setseed,
    input wire clk,
    output reg outputbit
);
    reg [15:0] theactualregister;
    always @(posedge clk) begin
        if (setseed) begin
            theactualregister[15:1] <= seed[14:0];
            theactualregister[0] <= ( ( ( seed[15] ^ seed[13] ) ^ seed[12] ) ^ seed[10] );
        end
        else begin
            outputbit <= theactualregister[15];
            theactualregister[15:1] <= theactualregister[14:0];
            theactualregister[0] <= ( ( ( theactualregister[15] ^ theactualregister[13] ) ^ theactualregister[12] ) ^ theactualregister[10] );
        end
    end
endmodule
```
**./config.mk**
```make
export PLATFORM = sky130hd
export DESIGN_NAME = top
export DESIGN_NICKNAME = top
export VERILOG_FILES = /design/flow/design.v
export SDC_FILE = /design/flow/constraint.sdc
export NUM_CORES = 4
export LEC_CHECK = 1
export CORE_UTILIZATION = 50
```
==> writeup.txt <==
The run finished with clean final reports. With the final core utilization at 0.592, the aggregate routed wire length is 12900 µm. Sort of element at the start of the critical path: a flop.

Tracing the worst setup path back leads to its startpoint at dataout[5]. The final max-slew violation count recorded for this run is 0. The flip-flop count of the largest register after layout came out at 128. The slack of the worst reg-to-reg path is 0.45 ns.

The count of max-cap constraint violations came out at 0. The DRC violation total left in the routed layout is recorded as 0. The run gives 0.366 ns for the slew of the pin with the lowest slew margin.

Buffers placed on the I/O ports in this run total 19. The tightest slew margin relative to the limit was 0.756. The script computed a power per unit cell area of 1600 nW/µm². Cell with the largest stage delay on the worst path: edfxtp_1. The sum of overflow across all layers after global routing was 0; the wire length of the first global-routing pass was 20700 µm.

Clock tree synthesis inserted a total of 26 buffers. The cell sequence reported for the critical path is dlygate4sd2_1. Sorting the synthesized cells by how often they occur yields 144 x edfxtp_1, 128 x dfxtp_1, 120 x mux2_2. The first detailed-routing pass ran for 4 iterations. Per STA, the highest per-stage delay on the worst path measures 0.38 ns. The buffering stage count on the worst path with inverters included works out to 1. The standard cell core area was 17400 µm². Excluding fillers, the count of instances in the completed layout stands at 762. The largest register by flop count is seeddatabuffer.

Entering global routing, the biggest net connects 55 pins. The cell count listed in synth_stat.txt is 471, and the total negative setup slack is 0 ns. TritonCTS built the clock tree. As reported, the later end of the worst-skew pair has a clock insertion delay of 0.51 ns. The worst register-to-register path has a depth of 3. According to the I/O placement log, the pin count is 20.

The detail-routed via count per cell was 4.91; the area growth from synthesis to final layout was 15.0%. The H-tree depth is 1, and the portion of synthesized cell area occupied by the leading cell type is 0.482. The tools report the floorplan-stage core utilization as 0.515. The library cell with the largest summed area after synthesis is edfxtp_1.

Worst setup path category: reg2out. The synthesis log from Yosys contains 4 warnings. By area the synthesized netlist is led by edfxtp_1 48%, dfxtp_1 29%, mux2_2 15%.

The highest clock rate was 695 MHz. Across all layers, the routed design uses 3740 vias. The global-route total usage across every layer is 0.160, and the worst-case clock buffer depth is 3.

Setup repair after global routing left no endpoint under its margin. The post-layout period usage of the worst path was 0.959. The run gives 0 for the number of nets with antenna violations after detailed routing. In the synthesized netlist the dominant register cell turns out to be edfxtp_1. The number of global-route vias before repair is 3938, and the clock sink count is 272.

The tools report the launch point of the worst reg-to-reg path as seeddatabuffer[3][13]. After floorplanning, the die was sized to cover 18500 µm². The tools report the number of filler cells placed in the layout as 1268. The last timing report of the flow puts the setup violation total at 0.

The cell type group with the largest total delay on the critical path was flip-flops. Per the post-synthesis stats, the area per cell is 19.0 µm². The run gives 48 as the number of standard-cell rows in the floorplan. The root buffer cell chosen for the clock tree is clkbuf_16. The tools report the number of antenna violations at the first check in global routing as 0.

The post-cts hold buffer count came out at 0. The class of the worst hold path was in2reg. The horizontal die dimension was 136 µm.

The post-CTS setup buffer count is 0. STA puts the critical path data arrival time at 1.14 ns. The number of warnings reported in the stage logs is 25. Largest fanout of any net on the critical path: 1.

The routed design ends up with an antenna cell count of 0. For this block, the initial DRC count from the detailed router was 173. The number of different library cells used by synthesis comes to 9.

The depth of the worst hold-timing path came out at 2. The run gives 16.9 µm for the routed length per instance. From bottom edge to top edge, the die measures 136 µm. The final clock skew is 0.0117 ns, and the half-perimeter wire length of the detailed placement result is 7570 µm. The synthesis stat section lists a flop and latch total of 272. After synthesis, the chip area reported by Yosys is 8960 µm². In this run, placement finished with an instance count of 714. For this run the top cell type by instance count after synthesis was edfxtp_1. The clock slew seen by the registers of the worst setup and hold paths was 0.06 ns.

Summing every instance area after synthesis gives 8960 µm². The run gives 1.44 ns for the final period demand of the worst path. Per STA, the endpoint of the critical path is dataout[5].

For the final hold violation count, the log shows 0. Looking at the VDD voltage map, the peak drop is 1.33 mV. Gate count of the mapped netlist: 471. The run gives 1 for the number of gates on the worst path with buffers counted. The capture point of the worst register-to-register path is recorded as mylfsr_3.theactualregister[0]. In this run, synthesis inferred 144 flip-flops with an integrated enable. Static power due to leakage: 3.75 nW. For the worst setup path, the data required time is 1.20 ns. The ratio of cells with drive above 1 in the final layout works out to 0.326. The worst setup path is captured at a primary output. At the end of routability-driven placement, the weighted congestion stood at 0.798. The run gives 0.768 for the sequential share of the synthesized area. With the total power consumption of the routed design at 0.0165 W, the async set-reset flop share out of synthesis is 0.
cell families (layout without fill, tap and decap cells):
| family | after synthesis | after routing | share of synthesized area |
|---|---|---|---|
| flip-flops | 272 | 272 | 0.768 |
| multiplexers | 128 | 128 | 0.160 |
| XOR/XNOR | 56 | 56 | 0.0547 |
| buffers and inverters | 15 | 81 | 0.0173 |
worst min-delay path by stage:
stage	start	to
4_1_cts	setseed	mylfsr_0.theactualregister[4]
5_1_grt	setseed	mylfsr_0.theactualregister[4]
6_report	setseed	mylfsr_0.theactualregister[4]
power breakdown:
| part | leakage (nW) | switching [W] | internal [W] | total, W |
|---|---|---|---|---|
| logic | 0.822 | 0.000382 | 0.000612 | 0.000994 |
| clock network | 0.438 | 0.00258 | 0.00401 | 0.00659 |
| registers | 2.49 | 0.000302 | 0.00861 | 0.00891 |
| total | 3.75 | 0.00326 | 0.0132 | 0.0165 |
layout make-up:
type / instances / area (µm²) / area share
well taps: 225 / 282 / 0.0273
repair buffers: 32 / 327 / 0.0317
clock inverters: 11 / 131 / 0.0127
inverters: 1 / 3.75 / 0.000364
multi-input cells: 184 / 1920 / 0.186
flip-flops and latches: 272 / 6890 / 0.668
clock buffers: 37 / 753 / 0.0731
layer usage:
metal | up-vias | part of all wire | global-route usage
met5 | - | 0 | 0
met2 | 66 | 0.47 | 0.234
met3 | 26 | 0.050 | 0.0388
met4 | 0 | 0.026 | 0.0358
met1 | 1845 | 0.45 | 0.274
li1 | 1803 | - | -
per-stage QoR:
stage | setup slack (ns) | hold WS, ns | cell area [µm²]
finish | 0.0621 | 0.206 | 10300
global route | 0.0164 | 0.206 | 10300
CTS | 0.0263 | 0.186 | 10300
detailed placement | 0.222 | 0.427 | 9430
global placement | 0.229 | 0.424 | 9430
floorplan | 0.429 | 0.399 | 8960
layout by cell type (no fill, tap or decap):
cell / n
clkinv_1: 2
clkbuf_1: 6
clkbuf_16: 27
dfxtp_1: 128
inv_1: 1
clkbuf_8: 4
clkinv_2: 5
buf_4: 11
mux2i_1: 8
bufinv_16: 3
clkdlybuf4s15_1: 3
xnor2_1: 48
clkinv_4: 1
edfxtp_1: 144
mux2_2: 120
buf_12: 4
dlygate4sd2_1: 5
xor2_1: 8
clkdlybuf4s50_1: 9
timing repair:
| item | CTS | global route |
|---|---|---|
| gates cloned | 0 | 0 |
| setup endpoints to repair | 8 | 1 |
| hold endpoints to repair | 0 | 0 |
| resized | 10 | 1 |
| pin swaps | 0 | 0 |
Power figures rest on the tool's default switching activity, not on a simulated workload.
